==> ./design.v <==
module delay_signal (
     input logic clk,
     input logic rst,
     input logic capture_l,
     input logic release_l,
     output logic out
);
logic [7:0] counter;
always_comb if(counter > 0 && release_l || capture_l && release_l) begin
    out = 1;
end else begin
    out = 0;
end
always_ff @(posedge clk, posedge rst) begin
    if(rst) begin
        counter <= 0;
    end else if(capture_l & release_l) begin
        counter <= counter;
    end else if(capture_l) begin
        counter <= counter + 1;
    end else if(release_l) begin
        counter <= counter > 0 ? counter - 1 : 0;
    end
end
endmodule: delay_signal
==> ./run.sh <==
#!/bin/bash
# OpenROAD 26Q1-2900-gdf79404cd8, Yosys 0.63+post, stock flow scripts
make -C /OpenROAD-flow-scripts/flow DESIGN_CONFIG=/design/flow/config.mk WORK_HOME=/design/flow/orfs finish
==> ./config.mk <==
export PLATFORM = sky130hd
export DESIGN_NAME = delay_signal
export DESIGN_NICKNAME = delay_signal
export VERILOG_FILES = /design/flow/design.v
export SDC_FILE = /design/flow/constraint.sdc
export NUM_CORES = 4
export LEC_CHECK = 1
export CORE_AREA = 10 10 70 70
export DIE_AREA = 0 0 80 80
==> ./constraint.sdc <==
current_design delay_signal

set clk_period 3.7
set clk_io_pct 0.2

create_clock -name clk0 -period $clk_period [get_ports {clk}]

set non_clock_inputs [all_inputs -no_clocks]
set_input_delay [expr $clk_period * $clk_io_pct] -clock clk0 $non_clock_inputs
set_output_delay [expr $clk_period * $clk_io_pct] -clock clk0 [all_outputs]
==> results.yml <==
# generated from flow reports
outcome:
  status: "complete, no violations"
yosys:
  yosys_warnings: 1
  synth.distinct_cells: 30
  syn_area_per_cell_sq_um: 8.249
  yosys.stat.seqShare_pct: 29.96
  max_area_cell_share_pct: 29.96
  post-synth-top-area-cell: "dfrtp_1"
  synthesis.instances: 81
  yosys-stat-cells: 81
  synth.ff_latch_count: 8
  synth.top_cells.by_area: "dfrtp_1 (30%), ha_1 (7.5%), o21ai_0 (6.0%)"
  netlist_area_sq_um: 668.1
  yosys.stat.chipArea_sq_um: 668.1
cts:
  clkSlewWorstSetupHoldPaths_ns: 0.05
  cts_repair_resize_count: 0
  cts-root-to-sink-buffers: 2
  ctsRootBufferMaster: "clkbuf_4"
  clkLatencyLatePin_ns: 0.25
  cts_hold_buffers: 0
  h-tree-depth: 1
  clock_sinks: 8
  tritoncts.num_buffers: 3
  clock_tree_from_tritoncts: "done"
  post_cts.repair.setup_buffers: 0
critical_path:
  capturing_point_of_the_worst_reg2reg_path: "counter[0]$_DFFE_PP0P_"
  worst-path-max-fanout: 8
  setup.worst_path.end_class: "primary output"
  crit_slowest_cell: "dfrtp_1"
  worst-endpoint-arrival_ns: 2.08
  critical_path.max_stage_delay_ns: 0.46
  crit_path_start_kind: "flip-flop"
  worst-r2r-setup-slack_ns: 1.93
  worstRegToRegCells: 4
  worst-endpoint-required_ns: 2.96
  reg_to_reg_startpoint: "counter[2]$_DFFE_PP0P_"
  worstSetupPathType: "flip-flop to primary output"
  path_cells: "inv_1 > ha_1 > nor3b_1 > nand2_1 > a21o_1 > clkdlybuf4s50_1"
final_timing:
  relative_slew_slack_pct: 70.80
  min_period_over_period_pct: 76.25
  hold_violations: 0
  final.min_clock_period_ns: 2.821
  final.setup_skew_ns: 0.002855
  grt_setup_unrepaired: "false"
  setup_violations: 0
  final.setup.tns_ns: 0
  final_max_slew_viol_count: 0
  max_clock_freq_mhz: 354.4
  worst_pin_slew_ns: 0.4380
die:
  floorplan.die.width_um: 80
  die_area_sq_um: 6400
  fp_util_pct: 19.56
  core.rowCount: 21
  core_area_sq_um: 3416
  ioPinCount: 5
  chipHeight_um: 80
routing:
  insertedDiodeCount: 0
  detail_route.first_pass.iterations: 4
  num_vias: 595
  dr.first_iter.drc_count: 24
  remaining_drc_errors: 0
  detail_route.wirelength_mm: 1.379
  route.antenna.remaining_nets: 0
  vias_cell: 4.577
  drt-wirelength-per-cell_um: 10.61
global_route:
  initial_antenna_violation_count: 0
  wire_length_of_the_first_global_routing_pass_mm: 2.311
  grt_util_all_layers_pct: 4.312
  grt-ovfl-total: 0
  first_global_vias: 529
  largest_net_degree_at_the_start_of_global_routing: 15
job:
  drv.max_cap_violation_count: 0
  tool_warnings: 27
min_path:
  hold_path_depth: 1
  min_delay_worst_endpoint: "counter[7]$_DFFE_PP0P_"
  worst_hold_path_type: "flip-flop to flip-flop"
  min_from: "counter[7]$_DFFE_PP0P_"
power:
  total_leakage_power_uw: 0.0002851
  power.density_cell_area_nw_per_um2: 655.3
  power_report.internal_total_uw: 280.1
  power.share.clock_pct: 12.7
  comb_power_share_pct: 45.0
  power.switching_fraction_pct: 44.36
  switchingPower_uw: 223.3
  seqPwrFrac_pct: 42.2
  vdd.ir_drop.worst_uv: 266.6
  p_total_uw: 503.4
place:
  detailed_place.area_sq_um: 745.7
  io_buffers: 4
  place_congestion: 0.8315
  dpl.hpwl_mm: 1.049
cells_and_area:
  final_cell_mix: "o21ai_0 (8), dfrtp_1 (8), nand2_1 (7), nand3_1 (5), nor2_1 (5)"
  largest_register_ff_count: 8
  layout-area-overhead-vs-synth_pct: 14.98
  fillerInstances: 401
  fraction_of_final_layout_cells_with_drive_strength_greater_than_1_pct: 8.333
  largest_register: "counter"
  largest_registers: "counter x8"
  finish.instance_area_sq_um: 768.2
-- layout make-up --
type | count | area [sq um] | area share [%]
well taps | 46 | 57.56 | 7.492
inverters | 4 | 15.01 | 1.954
clock buffers | 3 | 22.52 | 2.932
repair buffers | 5 | 47.55 | 6.189
multi-input cells | 64 | 425.4 | 55.37
flip-flops and latches | 8 | 200.2 | 26.06
-- how the worst max path moves through the flow --
stage / start / slack [ns] / endpoint / cells after the start
CTS: capture_l / 0.86 / out / 5
global route: counter[0]$_DFFE_PP0P_ / 0.68 / out / 6
finish: counter[0]$_DFFE_PP0P_ / 0.88 / out / 6
-- per-layer routing --
metal	part of all wire (%)	vias to the layer above	global-route usage, %
li1	-	304	-
met1	49	279	6.098
met2	44	10	6.019
met3	5.8	2	1.932
met4	0.94	0	0.5282
met5	0	-	0
-- cell usage after synthesis --
library cell / number
clkbuf_1: 3
mux2_4: 1
a21o_1: 1
a21boi_0: 1
nor4_1: 3
inv_1: 4
nand3_1: 5
or4_1: 1
ha_1: 4
a21oi_1: 4
o21a_1: 2
nor4_4: 1
or3_1: 1
nand2_1: 7
nand4_1: 3
nor2b_1: 1
o31a_1: 1
nor2_1: 5
or4_4: 1
o21ai_0: 8
buf_6: 1
nor3_1: 2
nor3b_1: 2
nand2b_1: 4
mux2i_1: 1
a31oi_1: 1
o2bb2ai_1: 3
buf_2: 1
dfrtp_1: 8
xnor2_1: 1
-- logic make-up (layout without fill, tap and decap cells) --
| family | count (synthesis) | count (layout) | synth area share (%) |
|---|---|---|---|
| AOI/OAI and AO/OA | 21 | 21 | 19.67 |
| and+or+nand+nor | 36 | 36 | 31.46 |
| adders and majority gates | 4 | 4 | 7.491 |
| xor gates and xnor gates | 1 | 1 | 1.311 |
| muxes | 2 | 2 | 3.745 |
| DFF | 8 | 8 | 29.96 |
| buffers and inverters | 9 | 12 | 6.365 |
-- metrics by stage --
step           utilization, %  std cells  hold WS, ns  worst slack [ns]
2_1_floorplan               -         81       0.4990             1.774
5_1_grt                 22.49        130       0.5862            0.6812
3_3_place_gp            21.83        127       0.5363            0.8684
3_5_place_dp            21.83        127       0.5418            0.8701
4_1_cts                 22.49        130       0.5539            0.8608
6_report                22.49        130       0.5528            0.8786
-- power by group through the flow --
stage | Clock [uW] | Sequential, uW | Combinational (uW)
finish | 64.1 | 213 | 227
global route | 71.0 | 223 | 254
CTS | 67.7 | 211 | 227
-- critical path: cells and delay by family (launching register included) --
family | cells | cell delay (ns)
and+or+nand+nor | 2 | 0.48
adders and majority gates | 1 | 0.19
DFF | 1 | 0.46
buffers and inverters | 2 | 0.52
AOI/OAI and AO/OA | 1 | 0.19
Power figures rest on the tool's default switching activity, not on a simulated workload.
