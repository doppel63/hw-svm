===== flow/config.mk =====
export PLATFORM = sky130hd
export DESIGN_NAME = result_counter
export DESIGN_NICKNAME = result_counter
export VERILOG_FILES = /design/flow/design.v
export SDC_FILE = /design/flow/constraint.sdc
export NUM_CORES = 4
export LEC_CHECK = 1
export CORE_UTILIZATION = 30

===== flow/constraint.sdc =====
current_design result_counter

set clk_period 6.7
set clk_io_pct 0.2

create_clock -name clk0 -period $clk_period [get_ports {clk}]

set non_clock_inputs [all_inputs -no_clocks]
set_input_delay [expr $clk_period * $clk_io_pct] -clock clk0 $non_clock_inputs
set_output_delay [expr $clk_period * $clk_io_pct] -clock clk0 [all_outputs]

===== flow/design.v =====
module result_counter
 #(parameter ACCUM_SIZE = 64,
   parameter NUM_FEAT = 2,
   parameter NUM_SV = 3,
   parameter NUM_INST = 2)
 (input   logic clk, rst, start, done,
  input   logic signed [ACCUM_SIZE-1:0]  result,
  output  logic signed [NUM_INST-1:0][ACCUM_SIZE-1:0]  results);
  enum  logic [1:0] {IDLE, FIRST, LATER} count_cs;
  logic [$clog2(NUM_SV*NUM_FEAT)-1:0] count;
  logic [$clog2(NUM_INST)-1:0]        result_i;
  logic valid;   
  always_ff @(posedge clk, posedge rst) begin
    if (rst) begin
      count <= 0;
      result_i <= 0;
      results <= 0;
      count_cs <= IDLE;
    end else begin
      case (count_cs)
        IDLE:   begin
                  count <= (start) ? count + 1 : 0;
                  result_i <= 0;
                  count_cs <= (start) ? FIRST : IDLE;
                end
        FIRST:  begin
                  if (count == NUM_SV * NUM_FEAT) begin
                    count <= 1;
                    result_i <= 1;
                    results[0] <= result;
                    count_cs <= LATER;
                  end else begin
                    count <= count + 1;
                    result_i <= 0;
                    count_cs <= FIRST;
                  end
                end
        LATER:  begin
                  if (done) begin
                    count <= 0;
                    result_i <= 0;
                    results[result_i] <= result;
                    count_cs <= IDLE;
                  end else begin
                    if (count == NUM_SV) begin
                      count <= 1;
                      result_i <= result_i + 1;
                      results[result_i] <= result;
                    end else begin
                      count <= count + 1;
                    end
                    count_cs <= LATER;
                  end
                end
      endcase
    end
  end
  always_comb begin
    valid = ((count_cs == FIRST) && (count == NUM_SV*NUM_FEAT)) ||
            ((count_cs == LATER) && (count == NUM_SV));
  end
endmodule: result_counter

===== flow/run.sh =====
#!/bin/bash
# OpenROAD 26Q1-2900-gdf79404cd8, Yosys 0.63+post, stock flow scripts
make -C /OpenROAD-flow-scripts/flow DESIGN_CONFIG=/design/flow/config.mk WORK_HOME=/design/flow/orfs finish

==> results.ini <==
[placed_design]
dp_hpwl_um=7831
gp_congestion=0.7985
port_buffers=195
pre_cts_ws_ns=2.791

[routing]
ant_nets=0
wl_per_cell_um=15.27
routed_wl_um=11620
drc=0
vias=3349
dr.pass1.iters=4
viasPerCell=4.401
antenna-diode-count=0
drt_iter0_markers=74

[pwr]
pwr-share-clk_pct=26.0
power_per_cell_area_nw_per_um2=445.2
p_int_mw=2.799
ir_drop_uv=228.9
netSwitchingFraction_pct=23.60
combPwrFrac_pct=38.0
p_leak_nw=3.731
switchingPower_mw=0.8646
p_seq_share_pct=36.0

[cells_and_area]
drive_above_1_share_pct=31.90
syn_to_final_growth_pct=52.00
post-route-util_pct=47.09

[flow_run]
warnings=27
maxCapViolCount=0

[clock_tree]
clock_sinks=135
post-cts-setup-buffer-count=0
clock.latency.late_pin_ns=0.41
h-tree-depth=4
cts_buffer_depth=2
cts_tree=yes
cts.root.buffer_cell=clkbuf_16
path_clk_slew_ns=0.06
cts_buffers=17
cts_hold_buf=0
cts_resized=0

[yosys]
synthCells=315
ys_seq_elements=135
syn_area_per_cell_um2=17.19
post-synth-top-count-cell=dfrtp_1
async_reset_ff_share_pct=100.0
ys_warn_count=1
ff_type=dfrtp_1
edf_count=0
ys_cells=315
top_cells_by_count=134 x dfrtp_1, 68 x mux2_2, 60 x mux2_4
synth_area_um2=5414
yosys-stat-area_um2=5414
yosysSeqAreaShare_pct=62.42
synth_top_cell_by_area=dfrtp_1
yosys.cell_types.count=30
topCellsByArea=dfrtp_1 62%, mux2_4 17%, mux2_2 14%, buf_6 1.2%, ha_1 0.92%
top_area_share_pct=61.94

[setup_path]
cp.required_ns=6.99
critPathCaptureType=register
reg2reg_slack_ns=3.88
crit_type=input port to register
startpoint_type=input port
reg2reg_from=count[1]
critical_path.max_fanout=36
arrival_ns=3.75
reg2reg_depth=7

[timing]
tightest_slew_ns=0.7098
hold_viol_final=0
rsz0062_at_grt=no
finalClockPeriodUsage_pct=51.68
clock.fmax_mhz=288.8
drv_slew=0
fin_ws_ns=3.238
clock_skew_ns=0.006520
relSlewSlack_pct=52.68
setup_violations=0
timing.final.crit_period_ns=3.462
tns_ns=0

[floorplan]
pin_count=196
die_w_um=136.3
fp_util_pct=30.98
dieHeight_um=136.3
die-area_um2=18590
num_rows=48
core_um2=17480

[worst_hold_path]
hp-class=register to register
hold_depth=1

[outcome]
outcome=complete, no violations

[global_route]
grt_first_pass_wirelength_um=18570
grt_pass1_vias=3492
antenna_found_initial=0
gr-usage-all-layers_pct=13.19
overflow=0
grt_max_degree=49

[cell type report]
| cell class | instances | area, µm² |
|---|---|---|
| Clock buffer | 21 | 470.5 |
| Clock inverter | 11 | 147.6 |
| Fill cell | 1513 | 9248 |
| Inverter | 6 | 27.53 |
| Multi-Input combinational cell | 162 | 1926 |
| Sequential cell | 135 | 3379 |
| Tap cell | 225 | 281.5 |
| Timing Repair Buffer | 201 | 1997 |
[power groups by stage]
stage         registers, mW  clock network, mW  logic, mW
global route           1.36               1.02       1.51
finish                 1.32              0.954       1.39
CTS                    1.32              0.987       1.42
[cell usage in the layout, fill, tap and decap left out, drive strengths merged, types with 2 or more instances in the layout]
cell type	instances
bufinv	3
o21ai	3
buf	6
clkdlybuf4s50	195
a31oi	2
nor2	2
mux2	128
a21oi	3
inv	6
clkinvlp	4
clkinv	4
dfrtp	134
clkbuf	21
nand2	3
nor3b	2
ha	4
[worst max-delay path, stage by stage]
cell and delay [ns]:
clkdlybuf4s50_1 0.57, nor3b_1 0.13, nor4_4 0.14, buf_4 0.51
buf_4 0.68, mux2_4 0.35
[worst max-delay path by stage]
stage	end	from	slack, ns	cells after the start
global route	register	done	3.13	6
CTS	register	done	3.23	6
finish	register	done	3.24	6
[layer usage]
metal,vias up,track usage (%),wire (µm),part of all wire (%)
li1,1531,-,-,-
met1,1693,19.11,5149,44
met2,120,20.30,5387,46
met3,5,4.445,977,8.4
met4,0,1.543,108,0.93
met5,-,0,0,0
[logic make-up after synthesis]
family	synth area share [%]
flops	62.42
mux	30.78
buf+inv	2.219
compound gates	1.803
simple gates	1.849
fa+ha+maj	0.9245
[stage by stage]
step / instances / area [µm²] / hold slack, ns / power (mW)
detailed placement: 729 / 7611 / 0.4922 / 2.734
CTS: 761 / 8229 / 0.5047 / 3.725
global route: 761 / 8229 / 0.5105 / 3.886
global placement: 729 / 7611 / 0.4866 / 2.718
floorplan: 315 / 5414 / 0.4542 / 1.990
finish: 761 / 8229 / 0.5009 / 3.664
Power and IR drop assume default switching activity.
